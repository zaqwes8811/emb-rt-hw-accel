File: design.v
`timescale 1 ns / 100 ps
module a_dff(clk, aclr, ena, data, q);
  parameter WIDTH = 8;
  input clk, aclr, ena; 
  input [WIDTH-1:0] data;
  output reg [WIDTH-1:0] q;
  always @ (posedge clk or posedge aclr)
  begin
    if (aclr)
      q <= 1'b0;
    else if (ena)
      q <= data;
  end
endmodule
module dffe_flag(clk, rst, clk_ena, d);
  input clk, rst, clk_ena;
  output d; 
  reg tmp;
  always @(posedge clk or posedge rst)
    begin
  if(rst)
    tmp <= 'b0;   
  else if(clk_ena)
      tmp <= 'b1;   
  end
  assign d = tmp;
endmodule
module register_pe(
  clk, rst, clk_ena,
  load, 
  datain, dforload, 
  dataout
);
  input clk, rst, clk_ena;   
  input load;
  input [8-1:0] datain, dforload;
  output [8-1:0] dataout;
  reg [8-1:0] out;
  always @(posedge clk or posedge rst)
    begin
    if(rst)
       out <= 0;
    else if(clk_ena)   
      if(load)   
      out <= dforload;
      else
	out <= datain;   
  end
  assign dataout = out;
endmodule
module register_pe_new(
  clk, rst, clk_ena,
  load, init, 
  datain, initdata,    
  dataout
);
  input clk, rst, clk_ena; 
  input load, init;
  input [8-1:0] datain, initdata;
  output [8-1:0] dataout;
  reg [8-1:0] out;
  always @(posedge clk)
    begin
  if(rst)
    out <= 'b0;
    else if(clk_ena) 
    if(init)
        out <= initdata;   
      else if(load)
        out <= datain;   
  end
  assign dataout = out;
endmodule
`timescale 1 ns / 100 ps
module shift_reg_width(
  clk, rst, clk_ena,
  load,
  din,
  dfload,
  dout,
  doutbig  
);
  parameter NUM_REG = 2;   
  input clk, rst, clk_ena;
  input load;
  input [8-1:0] din;   
  output [8-1:0] dout;   
  input [8*NUM_REG-1:0] dfload;   
  output [8*NUM_REG-1:0] doutbig;   
  wire [8-1:0] intconn [NUM_REG-1:0];
  register_pe 
    label_pe0(
      .clk(clk), .rst(rst), .clk_ena(clk_ena),
      .load(load), 
      .datain(din), 
      .dforload(dfload[8-1:0]),   
      .dataout(intconn[0])
    );
  assign doutbig[8-1:0] = intconn[0];
  genvar g;
  generate for(g = 1; g < NUM_REG; g = g+1) begin : label
    register_pe 
      label_pej(
        .clk(clk), .rst(rst), .clk_ena(clk_ena),
        .load(load), 
        .datain(intconn[g-1]), 
        .dforload(dfload[(g+1)*(8)-1:g*(8)]),   
        .dataout(intconn[g])
      );
  assign doutbig[(g+1)*(8)-1:g*(8)] = intconn[g];
  end endgenerate
  assign dout = intconn[NUM_REG-1];
endmodule
module v_shift_registers(
  clk, rst, clk_ena, 
  si, so
);
  parameter DELAY = 1;   
  parameter WIDTH = 8;
  input clk, rst, clk_ena;
  input [WIDTH-1:0] si;   
  output [WIDTH-1:0] so;
  reg [DELAY+1-1:0] tmp [WIDTH-1:0];   
  integer i;   
  always @(posedge clk or posedge rst)
    begin
    if(rst) begin
        for(i = 0; i < WIDTH; i = i+1) begin 
      tmp[i] = 'b0; 
      end
    end
      else if(clk_ena) begin
        for(i = 0; i < WIDTH; i = i+1) begin
      tmp[i] = {tmp[i][DELAY+1-2:0], si[i]}; 
      end 
    end   
  end
  genvar g;
  generate for(g = 0; g < WIDTH; g = g+1) begin : asfas
    assign so[g] = tmp[g][DELAY+1-1];
  end endgenerate
endmodule
File: config.mk
export PLATFORM = sky130hd
export DESIGN_NAME = shift_reg_width
export DESIGN_NICKNAME = shift_reg_width
export VERILOG_FILES = /design/flow/design.v
export SDC_FILE = /design/flow/constraint.sdc
export NUM_CORES = 4
export LEC_CHECK = 1
export CORE_AREA = 10 10 99 99
export DIE_AREA = 0 0 109 109
File: run.sh
#!/bin/bash
# OpenROAD 26Q1-2900-gdf79404cd8, Yosys 0.63+post, stock flow scripts
make -C /OpenROAD-flow-scripts/flow DESIGN_CONFIG=/design/flow/config.mk WORK_HOME=/design/flow/orfs finish
File: constraint.sdc
current_design shift_reg_width

set clk_period 1.0
set clk_io_pct 0.2

create_clock -name clk0 -period $clk_period [get_ports {clk}]

set non_clock_inputs [all_inputs -no_clocks]
set_input_delay [expr $clk_period * $clk_io_pct] -clock clk0 $non_clock_inputs
set_output_delay [expr $clk_period * $clk_io_pct] -clock clk0 [all_outputs]
==> flow_metrics.env <==
# physical design summary
export IMPL_switching_share=0.248
export IMPL_violations="setup timing"
export IMPL_detail_route_vias_per_cell=3.05
export IMPL_pwr_share_comb=0.312
export IMPL_synth_top_area_share=0.495
export IMPL_grt_pass1_vias=777
export IMPL_yosysUniqueCellTypes=10
export IMPL_syn_area_um2=810
export IMPL_dr_pass1_iters=3
export IMPL_ant_nets=0
export IMPL_setup_violations=6
export IMPL_syn2layout_area_growth_pct=99.7
export IMPL_skew_ns=0.00171
export IMPL_ys_top_logic_family="multiplexers"
export IMPL_warning_count=27
export IMPL_die_y_um=109
export IMPL_hold_worst_slack_ns=0.254
export IMPL_area_leaders="dfrtp_1 49%, mux2i_1 20%, a21oi_1 9.9%, buf_4 7.4%, nor2_1 7.4%"
export IMPL_cp_max_fo=2
export IMPL_rows=32
export IMPL_io_pins=52
export IMPL_relSlewSlack=0.856
export IMPL_dr_first_iter_drc_count=7
export IMPL_drc=0
export IMPL_rsz0062_at_grt="yes"
export IMPL_grt_pass1_wl_um=4460
export IMPL_crit_family="flip-flops"
export IMPL_tns_ns=-0.397
export IMPL_slowest_stage="dfrtp_1"
export IMPL_switching_power_mw=0.497
export IMPL_crit_path_max_incr_delay_ns=0.40
export IMPL_final_min_clock_period_ns=1.07
export IMPL_path_common_cell="buf_6"
export IMPL_hold_viol=0
export IMPL_grt_start_max_net_pins=21
export IMPL_coreArea_um2=7730
export IMPL_outcome="finished, violations left"
export IMPL_critPathArrivalTime_ns=0.87
export IMPL_antenna_found_initial=0
export IMPL_post_route_util=0.209
export IMPL_gr_usage_all_layers=0.0486
export IMPL_ir_drop_uv=366
export IMPL_fin_ws_ns=-0.0746
export IMPL_endpoint_kind="output port"
export IMPL_io_buffers=51
export IMPL_antenna_cells=0
export IMPL_finalClockPeriodUsage=1.07
export IMPL_crit_path_start_kind="flop"
export IMPL_grt_ovfl_total=0
export IMPL_synth_warnings=2
export IMPL_power_leakage_nw=0.730
export IMPL_clockPowerShare=0.307
export IMPL_ys_cells=78
export IMPL_cts_made_buffers=3
export IMPL_top_area_cell="dfrtp_1"
export IMPL_fp_util=0.105
export IMPL_synth_simple_area_share=0.0742
export IMPL_pwr_share_seq=0.381
export IMPL_die_x_um=109
export IMPL_fa_ha_area_frac=0
export IMPL_synth_avg_cell_area_um2=10.4
export IMPL_tightestPinTransition_ns=0.217
export IMPL_cts_root_buf="clkbuf_8"
export IMPL_cts_sinks=16
export IMPL_htreeDepth=1
export IMPL_ys_flops=16
export IMPL_synth_xor_xnor_area_share=0
export IMPL_synthAoiAreaFrac=0.0989
export IMPL_ys_seq_share=0.495
export IMPL_routabilityCongestion=0.754
export IMPL_drive_gt1_frac=0.388
export IMPL_place_hpwl_um=2190
export IMPL_p_int_mw=1.51
export IMPL_wl_um=3010
export IMPL_syn_inst=78
export IMPL_hold_path_class="in2async"
export IMPL_fmax_ghz=0.931
export IMPL_yosys_area_um2=810
export IMPL_drv_cap=0
export IMPL_power_density_nw_per_um2=1240
export IMPL_p_total_mw=2.01
export IMPL_maxSlewViolCount=0
export IMPL_synth_area_mux_share=0.198
export IMPL_clk_latency_ns=0.25
export IMPL_wl_per_cell_um=12.1
export IMPL_pre_cts_ws_ns=-0.406
export IMPL_vias=759
export IMPL_crit_type="reg2out"
export IMPL_clk_pin_slew_ns=0.08
export IMPL_cts_max_path_buffers=2
export IMPL_path_buffers=2
export IMPL_ctsHoldBuffers=0
export IMPL_crit_chain="buf_6 > buf_6"
export IMPL_dieArea_um2=11900
export IMPL_cts_tree="done"
export IMPL_cp_data_required_time_ns=0.80
worst register-to-register path, stage by stage, from the launching register on:
cell and delay (ns):
dfrtp_1 0.40, buf_6 0.12, buf_4 0.12, buf_4 0.13
nor2_4 0.06, a21oi_1 0.04
final timing paths:
kind                                           startpoint                         to  slack, ns  depth (start not counted)
worst max register to register  label[1].label_pej.out[7]  label[1].label_pej.out[7]       0.02                          5
worst max-delay path            label[1].label_pej.out[1]                 doutbig[9]      -0.07                          2
worst min register to register           label_pe0.out[1]           label_pe0.out[1]       0.55                          2
min in group clk0                        label_pe0.out[1]           label_pe0.out[1]       0.55                          2
max in group asynchronous                             rst  label[1].label_pej.out[6]       0.62                          3
worst min-delay path                                  rst  label[1].label_pej.out[5]       0.25                          3
cell families (layout without fill, tap and decap cells):
family          count (synthesis)  after routing
simple gates                   16             16
flops                          16             16
mux                            16             16
compound gates                 16             16
buf+inv                        14             83
Yosys cell counts:
| cell | instances |
|---|---|
| clkbuf_1 | 1 |
| mux2i_1 | 16 |
| inv_1 | 1 |
| buf_12 | 1 |
| buf_2 | 2 |
| buf_4 | 8 |
| a21oi_1 | 16 |
| nor2_1 | 16 |
| buf_6 | 1 |
| dfrtp_1 | 16 |
final cells by class:
type	count	area [um^2]
Fill cell	852	6110
Timing Repair Buffer	78	718
Sequential cell	16	400
Multi-Input combinational cell	48	312
Tap cell	102	128
Clock buffer	4	55.1
Inverter	1	3.75
per-stage QoR:
step           cell area [um^2]  std cells
2_1_floorplan               810         78
3_3_place_gp               1480        231
3_5_place_dp               1480        231
4_1_cts                    1580        247
5_1_grt                    1620        249
6_report                   1620        249
power by group through the flow:
stage / Sequential (mW) / Clock [mW] / Combinational [mW]
after global routing: 0.777 / 0.689 / 0.691
after CTS: 0.763 / 0.663 / 0.613
final: 0.764 / 0.616 / 0.627
metal layers:
metal | GRT usage | routed length [um] | up-vias
li1 | - | - | 399
met1 | 0.0684 | 1450 | 329
met2 | 0.0720 | 1280 | 31
met3 | 0.0191 | 274 | 0
met4 | 0.00377 | 0 | 0
met5 | 0 | 0 | -
placed cells by master (no fill, tap or decap), drive strengths merged:
cell type	count
a21oi	16
buf	50
bufbuf	1
clkbuf	4
clkdlybuf4s50	26
dfrtp	16
dlygate4sd2	1
inv	1
mux2i	16
nor2	16
state kept, by name, summed over array words and instances, names as in the netlist:
signal / cells
label_pe0.out: 8
label.label_pej.out: 8
repair_timing:
item	in CTS	in global routing
setup buffers	11	2
endpoints found under the setup margin	40	16
cloned	1	0
resized	84	6
endpoints found under the hold margin	0	0
Power is estimated from default activity; no workload was simulated.
