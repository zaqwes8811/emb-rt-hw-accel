==> ./design.v <==
module my_avalon_mm(
	clk,
	write,
	address,   
	writedata,
	readdata
	);
input clk, write;
input [7-1:0] address;
input [7:0] writedata;
output reg [7:0] readdata;
reg [7:0] mem [127:0];
always @(posedge clk) begin
	if (write)
	    mem[address] <= writedata;
	readdata <= mem[address];
end
endmodule
module ram_single(q, a, d, we, clk);
	output reg [7:0] q;
	input [7:0] d;
	input [6:0] a;
	input we, clk;
	reg [7:0] mem [127:0];
	always @(posedge clk) begin
		if (we)
		    mem[a] <= d;
		q <= mem[a];
	end
endmodule
==> ./run.sh <==
#!/bin/bash
# OpenROAD 26Q1-2900-gdf79404cd8, Yosys 0.63+post, stock flow scripts
make -C /OpenROAD-flow-scripts/flow DESIGN_CONFIG=/design/flow/config.mk WORK_HOME=/design/flow/orfs finish
==> ./config.mk <==
export PLATFORM = sky130hd
export DESIGN_NAME = ram_single
export DESIGN_NICKNAME = ram_single
export VERILOG_FILES = /design/flow/design.v
export SDC_FILE = /design/flow/constraint.sdc
export NUM_CORES = 4
export LEC_CHECK = 1
export CORE_UTILIZATION = 30
==> ./constraint.sdc <==
current_design ram_single

set clk_period 14.5
set clk_io_pct 0.2

create_clock -name clk0 -period $clk_period [get_ports {clk}]

set non_clock_inputs [all_inputs -no_clocks]
set_input_delay [expr $clk_period * $clk_io_pct] -clock clk0 $non_clock_inputs
set_output_delay [expr $clk_period * $clk_io_pct] -clock clk0 [all_outputs]
==> reports/qor.tcl <==
set qor(tritoncts) {built}
set qor(asyncSetResetFlopFracSynth_pct) 0
set qor(period_minus_slack_ns) 6.42
set qor(num_io_pins) 25
set qor(path_delay_family) {buffers and inverters}
set qor(grt_pass1_vias) 25200
set qor(fin_crit_sh_pct) 44.3
set qor(mostFrequentLayoutCell) {sky130_fd_sc_hd__edfxtp_1}
set qor(numSynthFlops) 1032
set qor(worst-path-buf-inv) 4
set qor(wl_per_cell_um) 27.3
set qor(utilization_pct) 34.5
set qor(drt_wl_total_mm) 120
set qor(crit_path_top_delay_cell) {sky130_fd_sc_hd__a2111oi_0}
set qor(intPower_w) 0.00494
set qor(detailedRoute.firstIterationViolations) 1969
set qor(place.port_buffers) 24
set qor(worst_ir_drop_vdd_mv) 0.0973
set qor(drt_pre_antenna_iters) 48
set qor(critical_path.endpoint) {q[1]$_DFF_P_}
set qor(r2r_slack_ns) 11.98
set qor(ys_types) 66
set qor(site_rows) 134
set qor(skew_ns) 0.0337
set qor(synthCells) 2475
set qor(core-area_um2) 134000
set qor(clock-root-buffer) {sky130_fd_sc_hd__clkbuf_16}
set qor(detail-route-antenna-nets) 0
set qor(gr-usage-all-layers_pct) 18.8
set qor(setup_viol_count_final) 0
set qor(hp-class) {reg -> reg}
set qor(viasPerCell) 5.48
set qor(critPathKind) {in -> reg}
set qor(r2r.worst_path.cells) 6
set qor(worst_pin_slew_ns) 1.27
set qor(synth-cells-yosys) 2475
set qor(netlist.top_cell.by_area) {sky130_fd_sc_hd__edfxtp_1}
set qor(place_congestion) 0.957
set qor(power-per-cell-area_nw_per_um2) 137
set qor(number_of_clock_buffers_inserted_by_tritoncts) 104
set qor(dieHeight_um) 369
set qor(antenna_found_initial) 5
set qor(final_layout_size_suffix_gt1_share_pct) 14.3
set qor(drv_slew) 0
set qor(synth-edff-count) 1024
set qor(yosys_warnings) 1
set qor(grt_overflow) 0
set qor(ff_type) {sky130_fd_sc_hd__edfxtp_1}
set qor(worstPathCellList) {buf_8 -> nor2b_4 -> buf_4 -> buf_4 -> buf_4 -> a22oi_1 -> nand3_1 -> nand2_1 -> a2111oi_0 -> nor3_1 -> nand3_1}
set qor(timing.rr.start) {mem[125][0]$_DFFE_PP_}
set qor(finalSetupTns_ns) 0
set qor(final_cell_count_no_fill) 4389
set qor(switchingPower_w) 0.00139
set qor(synth.top_cells.by_area) {sky130_fd_sc_hd__edfxtp_1 76%, sky130_fd_sc_hd__a221oi_1 4.8%, sky130_fd_sc_hd__nor2_1 2.2%}
set qor(cell_area_after_technology_mapping_um2) 40400
set qor(p_sw_share_pct) 22.0
set qor(clk_pin_slew_worst_paths_ns) 0.07
set qor(violations) {DRC}
set qor(grt_start_max_net_pins) 86
set qor(max_cap_viol_count) 0
set qor(start_kind) {primary input}
set qor(static-leakage-power_nw) 14.3
set qor(worstPathArrival_ns) 7.02
set qor(critical-path-max-stage-delay_ns) 1.09
set qor(cts-hold-fix-buffers) 0
set qor(hpwl_mm) 71.9
set qor(fmax_mhz) 156
set qor(status) {finished with violations}
set qor(cp-startpoint) {a[2]}
set qor(clock-sinks) 1032
set qor(critical_path_peak_fanout) 53
set qor(pwr-share-clk_pct) 41.8
set qor(setup.worst_path.end_class) {flop}
set qor(warning_count) 26
set qor(power.share.sequential_pct) 52.2
set qor(first_pass_grt_wire_length_mm) 174
set qor(post_cts.repair.setup_buffers) 0
set qor(synth-seq-area-share_pct) 76.4
set qor(cp.depth) 11
set qor(most-common-layout-cells) {1,024 x sky130_fd_sc_hd__edfxtp_1, 239 x sky130_fd_sc_hd__nor2_1, 220 x sky130_fd_sc_hd__a221oi_1, 130 x sky130_fd_sc_hd__buf_4, 125 x sky130_fd_sc_hd__a21oi_1}
set qor(area_delta_synth_final_pct) 14.2
set qor(top_area_cell_share_pct) 76.0
set qor(max_slew_margin_pct) 12.9
set qor(max-clock-path-buffers) 3
set qor(die_x_um) 369
set qor(post_cts_resize_count) 0
set qor(chipArea_um2) 136000
set qor(rsz0062_at_grt) {false}
set qor(power.share.combinational_pct) 5.9
set qor(clock_insertion_delay_at_the_later_pin_of_the_skew_report_ns) 0.67
set qor(num_antenna_cells) 0
set qor(syn-mean-instance-area_um2) 16.3
set qor(fp_util_pct) 30.3
set qor(timing.rr.end) {q[0]$_DFF_P_}
set qor(cp_data_required_time_ns) 15.10
set qor(drc_errors) 2
set qor(ys_area_um2) 40400
set qor(finalHoldViolations) 0
set qor(worst_path_most_repeated_cell) {sky130_fd_sc_hd__buf_4}
set qor(placed_cells) 4196
set qor(route.vias.total) 24100
set qor(cts.htree.levels) 3
[cells by family after synthesis]
logic type | synth area share (%)
DFF | 76.4
AOI/OAI and AO/OA | 12.5
muxes | 3.94
buffers and inverters | 2.61
and+or+nand+nor | 4.47
[final cells by class]
class,count,area (um2)
Clock inverter,62,582
Clock buffer,131,2770
Inverter,4,17.5
Timing Repair Buffer,148,1180
Fill cell,12400,87500
Tap cell,1768,2210
Multi-Input combinational cell,1244,8500
Sequential cell,1032,30900
[routing by layer]
layer	global-route usage (%)	up-vias	wire length, um
met1	22.2	11900	41500
met3	13.2	257	19200
li1	-	10200	-
met4	5.76	20	4450
met2	27.4	1645	54400
met5	2.17	-	453
[tightest hold or removal path: stages, from the launching register on]
cell	delay, ns
sky130_fd_sc_hd__edfxtp_1	0.32
sky130_fd_sc_hd__a221oi_1	0.07
sky130_fd_sc_hd__nor2_1	0.08
sky130_fd_sc_hd__o21ai_0	0.07
sky130_fd_sc_hd__nand2_1	0.08
sky130_fd_sc_hd__a211oi_1	0.05
sky130_fd_sc_hd__nand4_1	0.06
[stage by stage]
stage | setup slack, ns | power (W) | hold slack [ns] | area, um2
after floorplan | 9.31 | 0.00355 | 0.611 | 40400
after global placement | 7.51 | 0.00374 | 0.730 | 42800
after detailed placement | 7.49 | 0.00374 | 0.745 | 42800
after CTS | 8.17 | 0.00635 | 0.757 | 46200
after global routing | 8.07 | 0.00649 | 0.810 | 46200
final | 8.08 | 0.00633 | 0.760 | 46200
[power by group through the flow]
| stage | combinational (W) | sequential [W] | clock (W) |
|---|---|---|---|
| CTS | 0.000371 | 0.00331 | 0.00268 |
| global route | 0.000397 | 0.00331 | 0.00279 |
| finish | 0.000375 | 0.00331 | 0.00265 |
[worst min-delay path by stage]
stage / slack, ns / endpoint / depth (start not counted) / startpoint
CTS: 0.76 / q[7]$_DFF_P_ / 4 / mem[24][7]$_DFFE_PP_
global route: 0.81 / q[7]$_DFF_P_ / 4 / mem[24][7]$_DFFE_PP_
finish: 0.76 / q[3]$_DFF_P_ / 6 / mem[26][3]$_DFFE_PP_
[flip-flops by register name, indices dropped and copies added (netlist names)]
name  cells
q         8
mem    1024
[cell usage after synthesis, drive strengths merged (2+ instances only)]
cell,instances
a2111oi,3
a211o,3
a211oi,8
a21o,2
a21oi,125
a221o,20
a221oi,223
a22o,41
a22oi,74
a2bb2oi,4
a32oi,3
and2,7
buf,123
clkbuf,72
dfxtp,8
edfxtp,1024
inv,4
mux2,65
mux2i,61
mux4,11
nand2,102
nand2b,8
nand3,17
nand4,9
nor2,241
nor2b,14
nor3,16
nor4,3
o2111ai,3
o211ai,11
o21ai,81
o221ai,18
o22a,11
o22ai,24
o2bb2ai,4
o311a,2
o311ai,3
o31ai,6
o32ai,3
or2,2
or3,4
Power is estimated from default activity; no workload was simulated.
